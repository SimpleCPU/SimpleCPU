==> /design/flow/design.v <==
module regfile 
    (
        input   wire           clk,
        input   wire           reset,
        input   wire           w_en_rf_i,
        input   wire [31:0]    w_data_rf_i,
        input   wire [4:0]     w_reg_rf_i,
        input   wire [4:0]     r_reg_p1_rf_i,
        input   wire [4:0]     r_reg_p2_rf_i,
        output  wire [31:0]    r_data_p1_rf_o,
        output  wire [31:0]    r_data_p2_rf_o
    );
    reg [31:0]    r_data_p1;
    reg [31:0]    r_data_p2;
    assign r_data_p1_rf_o = r_data_p1;
    assign r_data_p2_rf_o = r_data_p2;
    reg [31:0] reg_file [31:0];
    always @ (negedge clk)
        if (w_en_rf_i)
        reg_file [w_reg_rf_i] = w_data_rf_i;
    always @ (negedge clk)
    begin
        r_data_p1 = reg_file [r_reg_p1_rf_i];
        r_data_p2 = reg_file [r_reg_p2_rf_i];
    end
endmodule
==> /design/flow/config.mk <==
export PLATFORM = sky130hd
export DESIGN_NAME = regfile
export DESIGN_NICKNAME = regfile
export VERILOG_FILES = /design/flow/design.v
export SDC_FILE = /design/flow/constraint.sdc
export NUM_CORES = 4
export LEC_CHECK = 1
export CORE_UTILIZATION = 50
==> /design/flow/run.sh <==
#!/bin/bash
# OpenROAD 26Q1-2900-gdf79404cd8, Yosys 0.63+post, stock flow scripts
make -C /OpenROAD-flow-scripts/flow DESIGN_CONFIG=/design/flow/config.mk WORK_HOME=/design/flow/orfs finish
==> /design/flow/constraint.sdc <==
current_design regfile

set clk_period 8.9
set clk_io_pct 0.2

create_clock -name clk0 -period $clk_period [get_ports {clk}]

set non_clock_inputs [all_inputs -no_clocks]
set_input_delay [expr $clk_period * $clk_io_pct] -clock clk0 $non_clock_inputs
set_output_delay [expr $clk_period * $clk_io_pct] -clock clk0 [all_outputs]
==> results_dict.tcl <==
# metrics dict for downstream scripts
set metrics [dict create \
    clock-sinks 1088 \
    ys.flops 1088 \
    setup_viol 0 \
    gp_congestion 0.880 \
    cts.repair.resized 0 \
    fin_setup_tns_ps 0 \
    max-vdd-ir-drop_v 0.000157 \
    dr.pass1.iters 5 \
    maxSlewHeadroom_pct 32.0 \
    seq_area_frac_synth_pct 64.0 \
    setup_slack_ps 979 \
    warning_count 1028 \
    stdcell_count 6118 \
    grt_pass1_vias 38699 \
    min-delay-start "reg_file[25][19]" \
    status "completed" \
    placed_area_um2 54200 \
    vias 35210 \
    drive_gt1_share_pct 9.57 \
    wirelength_mm 152 \
    grt_pass1_wl_mm 222 \
    finClkSkew_ps 20.8 \
    die_w_um 318 \
    whs_endpoint "r_data_p1[19]" \
    ff_type "edfxtp_1" \
    path_cells "clkdlybuf4s50_1" \
    clkTransAtPathRegs_ps 30 \
    crit_type "register to output pin" \
    worstPathRequired_ps 7120 \
    via_per_inst 5.76 \
    clk_latency_ps 710 \
    finalHoldViolCount 0 \
    n_fill_cell 6847 \
    ys_area_um2 50000 \
    avgSynthCellArea_um2 14.5 \
    cp_max_fo 1 \
    grt_max_degree 65 \
    drc 0 \
    end_kind "output pin" \
    portBuffers 112 \
    postSynthCellCount 3451 \
    maxCapViolCount 0 \
    first_iter_violations 2157 \
    slowest_stage "clkdlybuf4s50_1" \
    r2r_slack_ps 7440 \
    holdPathStages 4 \
    htreeDepth 3 \
    die_area_um2 101000 \
    syn_area_um2 50000 \
    ys_types 25 \
    slowest_delay_ps 520 \
    dp_slack_ps 332 \
    overflow 0 \
    yosysTopAreaCellShare_pct 61.4 \
    cp_data_arrival_time_ps 6140 \
    postRouteAntennaNets 0 \
    crit_family "buffers and inverters" \
    worstReg2RegEnd "r_data_p1[6]" \
    ys.warnings.count 1 \
    area_growth_pct 24.9 \
    ys_cells 3451 \
    core-area_um2 98700 \
    antenna_found_initial 3 \
    power.leakage_nw 27.6 \
    die_h_um 318 \
    grt_usage_pct 32.9 \
    ctsHoldBuffers 0 \
    wire_per_inst_um 24.8 \
    start_kind "register" \
    cts_buffers 119 \
    synthArstFlopShare_pct 0 \
    clock_path_buffers 3 \
    synthTopCellsByArea "edfxtp_1, mux2i_1, a22oi_1" \
    worst-path-buf-inv 1 \
    fp-utilization_pct 50.7 \
    placed_cells 4808 \
    worstHoldPathType "register to register" \
    dp_hpwl_mm 85.2 \
    final_area_um2 62500 \
    root_buffer "clkbuf_16" \
    rsz0062_at_grt "no" \
    post_cts_buffers 0 \
    cts_tree "built" \
    r2r-start "reg_file[2][6]" \
    whs_ps 620 \
    edf_count 1024 \
    powerDensity_nw_per_um2 223 \
    slew_viol_final 0 \
    rows 115 \
    synth_top_cell_by_area "edfxtp_1" \
    io_pins 114 \
    ff2ff_path_depth 5 \
    common_cells "edfxtp_1, mux2i_1, nand2_1, nand3_1" \
    tightest_slew_ps 1020 \
]
report_power, final:
part	total (mW)	switching (mW)	internal, mW	leakage [nW]
Clock	7.11	3.18	3.92	7.89
Sequential	5.79	0.0473	5.74	9.76
Combinational	1.02	0.600	0.418	9.95
Total	13.9	3.83	10.1	27.6
logic make-up (layout without fill, tap and decap cells):
group,Yosys count,in the layout,synth area share (%)
muxes,1024,1024,20.5
other,0,3,0
AOI/OAI and AO/OA,576,576,7.84
DFF,1088,1088,64.0
buffers and inverters,254,1631,3.08
and+or+nand+nor,509,509,4.60
tightest hold or removal path, delay by kind of cell, from the launching register on:
kind | cells | cell delay (ps)
flops | 1 | 330
simple gates | 3 | 190
mux | 1 | 70
cells in the final DEF (no fill, tap or decap), types with 110 or more instances in the layout:
master | netlist | routed
edfxtp_1 | 1024 | 1024
nand3_1 | 194 | 194
a22o_1 | 128 | 128
nand2_1 | 195 | 193
a22oi_1 | 192 | 192
buf_4 | 52 | 128
clkbuf_16 | 0 | 123
a21oi_1 | 192 | 192
mux2i_1 | 1024 | 1024
inv_1 | 1 | 1110
clkdlybuf4s50_1 | 0 | 110
sequential cells by signal, summed over array words and instances (netlist names):
signal and cells:
reg_file 1024, r_data_p2 32, r_data_p1 32
cell type report:
type / instances / area, um2 / share of cell area (%)
diodes: 3 / 7.51 / 0.0120
clock inverters: 1185 / 5270 / 8.42
well taps: 1287 / 1610 / 2.58
flip-flops and latches: 1088 / 32000 / 51.2
multi-input cells: 2109 / 16800 / 26.8
clock buffers: 123 / 3080 / 4.92
repair buffers: 323 / 3750 / 6.00
routing by layer:
layer | vias up | GRT usage [%] | share of wire, %
li1 | 16193 | - | -
met1 | 16589 | 40.0 | 35
met2 | 2128 | 45.0 | 45
met3 | 294 | 26.0 | 17
met4 | 6 | 12.4 | 2.8
met5 | - | 1.37 | 0.11
stage by stage:
step           total power [mW]  utilization (%)
2_1_floorplan              7.10                -
3_3_place_gp               7.57             54.9
3_5_place_dp               7.58             54.9
4_1_cts                    14.1             63.3
5_1_grt                    14.8             63.3
6_report                   13.9             63.3
worst max-delay path by stage:
stage	to	from	depth (start not counted)
CTS	r_data_p2_rf_o[14]	r_data_p2[14]	1
finish	r_data_p2_rf_o[12]	r_data_p2[12]	1
global route	r_data_p1_rf_o[12]	r_data_p1[12]	1
No activity file was given, so power comes from the tool's default toggle rates.
